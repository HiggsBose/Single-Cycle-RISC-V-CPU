===== design/flow/config.mk =====
export PLATFORM = sky130hd
export DESIGN_NAME = RegFile
export DESIGN_NICKNAME = RegFile
export VERILOG_FILES = /design/flow/design.v
export SDC_FILE = /design/flow/constraint.sdc
export NUM_CORES = 4
export LEC_CHECK = 1
export CORE_UTILIZATION = 30

===== design/flow/constraint.sdc =====
current_design RegFile

set clk_period 7.4
set clk_io_pct 0.2

create_clock -name clk0 -period $clk_period [get_ports {clk}]

set non_clock_inputs [all_inputs -no_clocks]
set_input_delay [expr $clk_period * $clk_io_pct] -clock clk0 $non_clock_inputs
set_output_delay [expr $clk_period * $clk_io_pct] -clock clk0 [all_outputs]

===== design/flow/design.v =====
module RegFile (
    input clk,
    input write_enable,
    input [4:0] read_addr1, read_addr2, write_addr,
    input [31:0] write_data,
    output [31:0] read_data1, read_data2
);
    reg [31:0] register_file [0:31];
    integer i;
    initial
    begin
        for(i=1; i<=32; i+=1) begin
            register_file[i-1] = 0;
        end    
    end
    always @(posedge clk) 
    begin
        if(write_enable)
        begin
            register_file[write_addr] <= write_data;
        end
    end
    assign read_data1 = (read_addr1!=0) ? register_file[read_addr1] : 0;
    assign read_data2 = (read_addr2!=0) ? register_file[read_addr2] : 0;
endmodule

===== design/flow/run.sh =====
#!/bin/bash
# OpenROAD 26Q1-2900-gdf79404cd8, Yosys 0.63+post, stock flow scripts
make -C /OpenROAD-flow-scripts/flow DESIGN_CONFIG=/design/flow/config.mk WORK_HOME=/design/flow/orfs finish

==> Changelog: implementation <==
### Metrics

- Status: complete, no violations
- Crit end category: output pin
- Cell row count: 144
- Routability cong.: 0.914
- Routed WL: 149 mm
- #FFs+latches synth: 1024
- Max VDD drop: 0.155 mV
- Num CTS Buffers: 106
- Worst Slack Setup Final: 0.472 ns
- Tightest Hold Check Type: input port to flop
- Hold Path Depth: 2
- Initial antenna violation count: 5
- Clock Power Share: 39.9%
- Number of DRC violations after detailed-routing iteration 0: 1741
- Maximum Capacitance Violations: 0
- # H-tree levels: 3
- Routed via count: 26.4k
- CP Launch Type: input port
- Final Hold Fails: 0
- Syn avg cell area: 19.6 sq um
- Pre-CTS setup slack: 0.623 ns
- Leakage: 17.2 nW
- Die area: 158000 sq um
- Init Core Util: 30.3%
- Hold worst-path end: register_file[17][13]
- Setup TNS: 0 ns
- Ys cells: 2400
- Area Growth Syn to Fin: 16.1%
- Synth cell types: 40
- Yosys stat area: 47000 sq um
- Switching part of the total: 22.9%
- Seq/Total Area, Yosys: 65.5%
- RSZ-0062 raised after global routing: no
- DR pass1 iterations: 6
- Antenna cells: 0
- Post-CTS Setup Inserts: 0
- Clock sinks: 1024
- Port Buffer Count: 112
- Top flop regs: register_file x1024
- P per Cell Area: 234 nW/um^2
- Max Transition Viols Final: 0
- Final ANT Viol Nets: 0
- Critical-path cell list: clkdlybuf4s50_1 -> and2_4 -> buf_4 -> a22o_1 -> a2111oi_0 -> nor3_1 -> buf_4 -> clkdlybuf4s50_1
- Setup Viol. Count Final: 0
- Post-DR wirelength/cell: 31.8 um
- Number of flip-flops under the largest register name: 1024
- TritonCTS clock tree: yes
- Cell internal pwr: 9.84 mW
- Final period util: 93.6%
- Mapped Cells: 2400
- Cell area after synthesis: 47000 sq um
- Grt ovf: 0
- Via density: 5.62
- Finished Core Util: 35.2%
- Critical path required time: 5.92 ns
- Min cycle time layout: 6.93 ns
- Root buf cell: clkbuf_16
- Finished Layout Cells: 4688
- Ys Warns: 1
- Flop pwr share: 50.8%
- Post-CTS sizing: 0
- OpenROAD warning count: 26
- Longest Clk Path Bufs: 3
- Die Y: 398 um
- Clk slew on worst S/H paths: 0.06 ns
- Most instantiated logic cells after routing: 1024 x edfxtp_1, 425 x mux4_2, 183 x mux2i_1
- Cells after DPL: 4502
- Arrival @ worst endpoint: 5.45 ns
- First-pass GRT wire length: 211 mm
- Pwr Total: 12.8 mW
- Fillers: 14.1k
- DRC viols: 0
- Number of enable flip-flop cells: 1024
- Hold Buf Count CTS: 0
- Layout cells sized above 1: 29.3%
- Dpl hpwl: 89.7 mm
- Commonest flop: edfxtp_1
- Highest-count logic cell in the final layout: edfxtp_1
- IO Pins: 113
- Worst path slowest cell: clkdlybuf4s50_1
- Hold path startpoint: write_data[13]
- Post-synth ARST share: 0%
- Chip width: 398 um
- Measured slew at the worst slew-check pin: 1.29 ns
- Worst Path Max Fanout: 47
- CP max stage delay: 0.88 ns
- Vias in the first global route: 29.0k
- Overall Global Routing Usage: 20.3%
- F_max: 0.144 GHz
- Largest net degree at the start of global routing: 71
- CP Class: input port to output pin
- Biggest register: register_file
- Comb power frac: 9.3%
- Core ar.: 155000 sq um
- Sw power: 2.92 mW
- Max_slew headroom: 13.2%
## kinds of logic (layout without fill, tap and decap cells)
family | Yosys count | after routing | share of synthesized area, %
AND-OR/OR-AND | 331 | 331 | 5.41
flip-flops | 1024 | 1024 | 65.5
AND/OR/NAND/NOR | 187 | 187 | 1.94
buffers and inverters | 226 | 470 | 2.31
multiplexers | 632 | 632 | 24.9
## cell usage after synthesis (all sizes together) (24+ instances only)
library cell  count  area, sq um
edfxtp         1024        30700
mux4            425         9570
mux2i           183         1830
clkbuf          104          390
buf              97          602
nand2            65          244
a22o             62          543
o22ai            55          344
a211oi           47          353
a21oi            46          230
nor2             35          131
nor3             33          170
a2111oi          31          272
o221ai           31          272
inv              25         93.8
mux2             24          270
## cell type report
| type | instances | area, sq um | area share (%) |
|---|---|---|---|
| clock buffers | 129 | 2760 | 5.06 |
| clock inverters | 57 | 489 | 0.897 |
| inverters | 25 | 98.8 | 0.181 |
| multi-input cells | 1150 | 15400 | 28.3 |
| flip-flops and latches | 1024 | 30700 | 56.4 |
| well taps | 2044 | 2560 | 4.69 |
| repair buffers | 259 | 2450 | 4.49 |
## stage by stage
stage | cell area, sq um | hold slack, ns
2_1_floorplan | 47000 | 1.58
3_3_place_gp | 51300 | 2.31
3_5_place_dp | 51300 | 2.32
4_1_cts | 54500 | 1.57
5_1_grt | 54500 | 1.61
6_report | 54500 | 1.60
## power groups by stage
stage / Sequential (mW) / Clock [mW] / Combinational (mW)
finish: 6.48 / 5.09 / 1.19
global route: 6.49 / 5.37 / 1.26
CTS: 6.48 / 5.16 / 1.19
## worst max-delay path: cells and delay by family
kind            cells  cell delay, ns
simple gates        2            1.69
buf+inv             4            2.01
compound gates      2            0.24
## metal layers
metal / part of all wire [%] / track usage, % / vias to the layer above
met5: 0.37 / 2.97 / -
met4: 2.3 / 3.83 / 17
met1: 31 / 21.6 / 13200
met2: 46 / 29.7 / 2114
met3: 21 / 18.5 / 226
li1: - / - / 10800
## worst max-delay path by stage
| stage | start | end | depth (start not counted) |
|---|---|---|---|
| 4_1_cts | read_addr2[3] | read_data2[6] | 8 |
| 6_report | read_addr2[3] | read_data2[1] | 8 |
| 5_1_grt | read_addr2[3] | read_data2[1] | 8 |
Power figures rest on the tool's default switching activity, not on a simulated workload.
